`/design/flow/design.v`:
```
`timescale 1ns / 1ps
module controller(
	input clock, 
   input reset,
   input start,
   input stop,
   output led,
   output [3:0] an,
   output a, b, c, d, e, f, g, dp
    );
	reg [3:0] dig3, dig2, dig1, dig0;	 
	wire tempStart, tempStop;
	reg startBounce1, startBounce2, stopBounce1, stopBounce2;
	always @ (posedge clock) startBounce1 <= start;
	always @ (posedge clock) startBounce2 <= startBounce1;
	assign tempStart = ~startBounce1 & startBounce2;  
	always @ (posedge clock) stopBounce1 <= stop;
	always @ (posedge clock) stopBounce2 <= stopBounce1;
	assign tempStop = ~stopBounce1 & stopBounce2;  
sevseg C1 (
    .clock(clock),
    .reset(reset),
    .digit3(dig3),
    .digit2(dig2),
    .digit1(dig1),
    .digit0(dig0),
    .a(a),
    .b(b),
    .c(c),
    .d(d),
    .e(e),
    .f(f),
    .g(g),
    .dp(dp),
    .an(an)
    );
	reg [28:0] random, randomNext, randomDone;  
	reg [4:0] shiftCount, shiftCount2;  
	wire feedback = random[28] ^ random[26];	 
	always @ (posedge clock or posedge reset)
	begin
		if (reset)
		begin
			random <= 29'hF;  
			shiftCount <= 0;
		end
		else
		begin
			random <= randomNext;	 
			shiftCount <= shiftCount2;
		end
	end
	always @ (*)
	begin
		randomNext = random;  
		shiftCount2 = shiftCount;
		randomNext = {random[27:0], feedback};  
		if (shiftCount == 29)	 
		begin
			shiftCount2 = 0;
			randomDone = random; 
		end
		else
		begin
			shiftCount2 = shiftCount + 1;
			randomDone = random;  
		end
	end
	reg [3:0] counter, counter1, counter2, counter3;  
	reg [1:0] sel, selNext;
	localparam [1:0] idle = 2'b00;
   localparam [1:0] starting = 2'b01;
   localparam [1:0] started = 2'b10;
   localparam [1:0] done = 2'b11;
	reg [1:0] stateReg, stateNext;
	reg [28:0] countCurrent, countNext;
	always @ (posedge clock or posedge reset)
	begin
		if(reset)
		begin
			stateReg <= idle;	 
			countCurrent <= 0;	 
			sel <=0;
		end
		else
		begin
			stateReg <= stateNext;	 
			countCurrent <= countNext;
			sel <= selNext;
		end
	end
	reg startTimer;
	always @ (*)
	begin
		stateNext = stateReg;  
		countNext = countCurrent;
		selNext = sel;
	case(stateReg)
		idle:
		begin
		selNext = 2'b00;		 
			if(tempStart)	 
			begin
				countNext = randomDone;  
				stateNext = starting;  
			end
		end
		starting:
		begin
			if(countNext == 500000000)  
			begin 
				stateNext = started;  
			end
			else
			begin
				countNext = countCurrent + 1;	 
			end
		end 
		started:
		begin
			selNext = 2'b01;  
			stateNext = done;    
		end
		done:		 
		begin
			if(tempStop)
			begin
				selNext = 2'b10;  
			end
		end
	endcase
	case(selNext)  
		2'b00:	 
		begin
			startTimer = 0;  
			dig0 = 4'd0;	 
			dig1 = 4'd0;
			dig2 = 4'd0;
			dig3 = 4'd0;
		end
		2'b01:  
		begin
			startTimer = 1'b1;  
			dig0 = counter;
			dig1 = counter1;
			dig2 = counter2;
			dig3 = counter3;
		end
		2'b10:  
		begin
			startTimer = 1'b0;
			dig0 = counter;
			dig1 = counter1;
			dig2 = counter2;
			dig3 = counter3;
		end
		2'b11: 	 
		begin
			dig0 = 4'd12;  
			dig1 = 4'd12;
			dig2 = 4'd12;
			dig3 = 4'd12;
			startTimer = 1'b0;	 
		end
		default:
		begin
			dig0 = 4'd12;
			dig1 = 4'd12;
			dig2 = 4'd12;
			dig3 = 4'd12;
			startTimer = 1'b0;
		end
	endcase  
	end
	reg [18:0] tick; 
	wire click;
	always @ (posedge clock or posedge reset)
	begin
		if(reset)
			tick <= 0;
 		else if(tick == 100000)
			tick <= 0;
		else if(startTimer)  
			tick <= tick + 1;
	end
	assign click = ((tick == 100000) ? 1'b1 : 1'b0);  
	always @ (posedge clock or posedge reset)
	begin
		if (reset)
		begin
			counter <= 0;
			counter1 <= 0;
			counter2 <= 0;
			counter3 <= 0;
		end
		else if (click)  
		begin				 
			if(counter == 9)
			begin 
				counter <= 0;
				if (counter1 == 9)
				begin 
					counter1 <= 0;
					if (counter2 == 9)
					begin 
						counter2 <= 0;
						if(counter3 == 9)
							counter3 <= 0;
						else
							counter3 <= counter3 + 1;
					end
					else 
						counter2 <= counter2 + 1;
				end
				else 
					counter1 <= counter1 + 1;
			end
			else 
				counter <= counter + 1;
		end
	end
	assign led = ((countCurrent == 500000000) ? ((tempStop == 1) ? 1'b0 : 1'b1) : 1'b0);
endmodule
`timescale 1ns / 1ps
module sevseg(
    input clock,
    input reset,
    input [3:0] digit3,
    input [3:0] digit2,
    input [3:0] digit1,
    input [3:0] digit0,
    output a,
    output b,
    output c,
    output d,
    output e,
    output f,
    output g,
    output dp,
    output [3:0] an
    );
localparam N = 18;
reg [17:0]count;  
always @ (posedge clock or posedge reset)
 begin
  if (reset)
   count <= 0;
  else
   count <= count + 1;
 end
reg [3:0]sSeg;  
reg [3:0]anTemp;  
reg regDp;			 
always @ (*)
 begin
  case(count[17:16]) 
   2'b00 :
    begin	 
     sSeg = digit0;
     anTemp = 4'b1110;
     regDp = 1'b1;
    end
   2'b01:
    begin	 
     sSeg = digit1;
     anTemp = 4'b1101;
     regDp = 1'b1;
    end
   2'b10:
    begin	 
     sSeg = digit2;
     anTemp = 4'b1011;
     regDp = 1'b1;
    end
   2'b11:	 
    begin
     sSeg = digit3;
     anTemp = 4'b0111;
     regDp = 1'b0;
    end
  endcase
 end
assign an = anTemp;
reg [6:0] sSegTmp;
always @ (*)
 begin
  case(sSeg)
   4'd0 : sSegTmp = 7'b1000000;  
   4'd1 : sSegTmp = 7'b1111001;  
   4'd2 : sSegTmp = 7'b0100100;  
   4'd3 : sSegTmp = 7'b0110000;  
   4'd4 : sSegTmp = 7'b0011001;  
   4'd5 : sSegTmp = 7'b0010010;  
   4'd6 : sSegTmp = 7'b0000010;  
   4'd7 : sSegTmp = 7'b1111000;  
   4'd8 : sSegTmp = 7'b0000000;  
   4'd9 : sSegTmp = 7'b0010000;  
   default : sSegTmp = 7'b0111111;  
  endcase
 end
assign {g, f, e, d, c, b, a} = sSegTmp;
assign dp = regDp;
endmodule
```
`/design/flow/run.sh`:
```
#!/bin/bash
# OpenROAD 26Q1-2900-gdf79404cd8, Yosys 0.63+post, stock flow scripts
make -C /OpenROAD-flow-scripts/flow DESIGN_CONFIG=/design/flow/config.mk WORK_HOME=/design/flow/orfs finish
```
`/design/flow/config.mk`:
```
export PLATFORM = sky130hd
export DESIGN_NAME = controller
export DESIGN_NICKNAME = controller
export VERILOG_FILES = /design/flow/design.v
export SDC_FILE = /design/flow/constraint.sdc
export NUM_CORES = 4
export LEC_CHECK = 1
export CORE_UTILIZATION = 40
```
`/design/flow/constraint.sdc`:
```
current_design controller

set clk_period 6.7
set clk_io_pct 0.2

create_clock -name clk0 -period $clk_period [get_ports {clock}]

set non_clock_inputs [all_inputs -no_clocks]
set_input_delay [expr $clk_period * $clk_io_pct] -clock clk0 $non_clock_inputs
set_output_delay [expr $clk_period * $clk_io_pct] -clock clk0 [all_outputs]
```
==> impl_metrics.env <==
# yosys + openroad results
export IMPL_antenna_cells_inserted=0
export IMPL_setup_viol=0
export IMPL_placedInstanceArea_mm2=0.00616
export IMPL_number_of_warnings_in_the_stage_logs=31
export IMPL_cts_repair_timing_setup_buffer_count=0
export IMPL_yosysWarnings=2
export IMPL_max_cap_violations=0
export IMPL_critical_path_class="flop to primary output"
export IMPL_finalWirelength_mm=11.7
export IMPL_post_layout_period_usage_of_the_worst_path=0.699
export IMPL_tritoncts_num_buffers=17
export IMPL_first_iter_violations=420
export IMPL_maxSlewViolCount=0
export IMPL_final_setup_tns_ns=0
export IMPL_design_core_area_mm2=0.0140
export IMPL_area_growth_pct=15.8
export IMPL_skew_ns=0.00893
export IMPL_cp_data_required_time_ns=5.36
export IMPL_ctsHoldBuffers=0
export IMPL_crit_top_cell="sky130_fd_sc_hd__o21ai_0"
export IMPL_clock_fmax_mhz=214
export IMPL_routedWlPerCell_um=15.1
export IMPL_rsz_0062_raised_after_global_routing="no"
export IMPL_cts_root_buffer_cell="sky130_fd_sc_hd__clkbuf_16"
export IMPL_timing_slew_headroom=0.298
export IMPL_post_route_cells_drive_above_1_share=0.0987
export IMPL_hold_path_class="flop to flop"
export IMPL_overflow=0
export IMPL_antenna_found_initial=0
export IMPL_cts_sinks=121
export IMPL_placement_io_buffers=16
export IMPL_floorplan_rows=43
export IMPL_grtUsageTotal=0.176
export IMPL_antenna_violating_nets_post_route=0
export IMPL_htree_num_levels=4
export IMPL_grt_pass1_wl_mm=20.3
export IMPL_critical_path_peak_fanout=48
export IMPL_synth_largest_type_area_fraction=0.481
export IMPL_avgViaCountPerCell=5.49
export IMPL_synth_dominant_cell_count="sky130_fd_sc_hd__dfrtp_1"
export IMPL_yosys_top_cells_area="sky130_fd_sc_hd__dfrtp_1 48%, sky130_fd_sc_hd__xnor2_1 4.4%, sky130_fd_sc_hd__nand3_1 3.8%"
export IMPL_yosys_top_cells_count="112 x sky130_fd_sc_hd__dfrtp_1, 46 x sky130_fd_sc_hd__nand2_1, 44 x sky130_fd_sc_hd__nand3_1"
export IMPL_power_leakage_nw=2.98
export IMPL_status="finished, final reports clean"
export IMPL_cp_slowest_stage_delay_ns=0.52
export IMPL_top_area_cell="sky130_fd_sc_hd__dfrtp_1"
export IMPL_finalInstanceArea_mm2=0.00674
export IMPL_ys_ff=121
export IMPL_synth_area_per_cell_um2=10.3
export IMPL_async_set_reset_flop_share_out_of_synthesis=0.967
export IMPL_mappedNetlistArea_mm2=0.00582
export IMPL_io_pins=17
export IMPL_drc=0
export IMPL_chipWidth_um=123
export IMPL_chipArea_mm2=0.0150
export IMPL_grt_start_max_net_pins=49
export IMPL_critPathLaunchType="flop"
export IMPL_cts_tree="done"
export IMPL_dr_pass1_iterations=4
export IMPL_synth_edff_count=0
export IMPL_cts_clk_slew_worst_paths_ns=0.05
export IMPL_slowest_stage="sky130_fd_sc_hd__clkdlybuf4s50_1"
export IMPL_cellPowerDensity_mw_per_mm2=243
export IMPL_max_clock_path_buffers=2
export IMPL_syn_inst=566
export IMPL_floorplan_core_util=0.415
export IMPL_gpl_final_weighted_congestion=0.932
export IMPL_data_arrival_time_of_the_worst_path_ns=3.34
export IMPL_yosysUniqueCellTypes=66
export IMPL_period_needed_ns=4.68
export IMPL_synth_area_yosys_mm2=0.00582
export IMPL_yosysSeqAreaShare=0.518
export IMPL_die_height_um=123
export IMPL_vias=4274
export IMPL_yosys_cells=566
export IMPL_final_hold_worst_slack_ns=0.353
export IMPL_postSynth_topFlopCell="sky130_fd_sc_hd__dfrtp_1"
export IMPL_clock_insertion_delay_worst_skew_ns=0.41
export IMPL_fillers=1188
export IMPL_logic_area_mm2=0.00264
export IMPL_worstPathCellList="buf_4 > o21ai_0 > inv_1 > ha_1 > nor2b_1 > a31oi_2 > nand2_1 > o31a_1 > o21ai_0 > clkdlybuf4s50_1"
export IMPL_seqCellArea_mm2=0.00301
export IMPL_detailedPlacementHpwl_mm=7.68
export IMPL_grt_pass1_vias=4100
export IMPL_worst_slew_pin_transition_ns=1.04
export IMPL_hold_viol=0
export IMPL_power_ir_vdd_worst_uv=206
export IMPL_post_route_util=0.480
export IMPL_critPathCaptureType="primary output"
export IMPL_postCtsResizedCells=0
[worst max-delay path, delay by kind of cell (launching register included)]
family	cells	cell delay (ns)
buf+inv	3	0.92
compound gates	4	1.10
flops	1	0.37
fa+ha+maj	1	0.22
simple gates	2	0.32
[report_power, final]
part	leakage [nW]	internal, mW	switching, mW
clock network	0.273	0.567	0.319
logic	1.07	0.00269	0.0143
registers	1.64	0.733	0.000441
total	2.98	1.30	0.333
[flip-flops by register name (all words and copies together), names as in the netlist]
register and cells:
stopBounce2 1, sel 2, tick 19, startBounce1 1, random 29, counter3 4
stateReg 4, startBounce2 1, countCurrent 29, counter 4, counter1 4, C1.count 18
counter2 4, stopBounce1 1
[cells in the final DEF, fill, tap and decap left out, types with 4 or more instances in the layout]
cell,instances
sky130_fd_sc_hd__dfrtp_1,112
sky130_fd_sc_hd__nor4bb_1,4
sky130_fd_sc_hd__clkbuf_16,17
sky130_fd_sc_hd__nor3b_1,5
sky130_fd_sc_hd__nand4_1,16
sky130_fd_sc_hd__o22a_1,5
sky130_fd_sc_hd__o22ai_1,14
sky130_fd_sc_hd__and3_1,15
sky130_fd_sc_hd__nor2_1,39
sky130_fd_sc_hd__a21oi_1,28
sky130_fd_sc_hd__a21o_1,6
sky130_fd_sc_hd__nor3_1,7
sky130_fd_sc_hd__dfstp_2,5
sky130_fd_sc_hd__o21ai_0,23
sky130_fd_sc_hd__mux2i_1,9
sky130_fd_sc_hd__inv_1,18
sky130_fd_sc_hd__clkdlybuf4s50_1,16
sky130_fd_sc_hd__nand3_1,44
sky130_fd_sc_hd__nor4_1,8
sky130_fd_sc_hd__nand2_1,46
sky130_fd_sc_hd__xnor2_1,29
sky130_fd_sc_hd__buf_4,6
sky130_fd_sc_hd__clkinvlp_4,4
sky130_fd_sc_hd__nand2b_1,5
sky130_fd_sc_hd__nor2b_1,6
sky130_fd_sc_hd__dfxtp_1,4
sky130_fd_sc_hd__and4_1,5
sky130_fd_sc_hd__mux4_2,4
sky130_fd_sc_hd__ha_1,11
sky130_fd_sc_hd__xor2_1,13
sky130_fd_sc_hd__a2bb2oi_1,4
[cells by family (layout without fill, tap and decap cells)]
group	after synthesis	after routing	share of synthesized area
XOR/XNOR	42	42	0.0632
multiplexers	14	14	0.0329
AND/OR/NAND/NOR	224	224	0.209
AND-OR/OR-AND	112	112	0.124
adder cells (fa/ha/maj)	11	11	0.0236
buffers and inverters	42	74	0.0297
flip-flops	121	121	0.518
[path summary, 6_finish.rpt]
path,cells after the start,slack [ns],startpoint,end
min in group asynchronous,2,1.32,reset,C1.count[8]
min,0,0.35,stopBounce1,stopBounce2
max in group asynchronous,4,3.93,reset,stateReg[0]
max reg2reg,8,3.82,stateReg[2],tick[15]
max,10,2.02,stateReg[2],a
min reg2reg,0,0.35,stopBounce1,stopBounce2
[metrics by stage]
step / instances / power (mW) / worst slack [ns]
6_report: 778 / 1.64 / 2.02
5_1_grt: 778 / 1.70 / 1.77
4_1_cts: 778 / 1.66 / 2.02
3_5_place_dp: 746 / 0.764 / 2.49
3_3_place_gp: 746 / 0.764 / 2.48
2_1_floorplan: 566 / 0.756 / 2.27
[routing by layer]
| layer | up-vias | track usage | part of all wire |
|---|---|---|---|
| met1 | 2088 | 0.288 | 0.50 |
| met5 | - | 0 | 0 |
| met4 | 0 | 0.0259 | 0.014 |
| met3 | 11 | 0.0389 | 0.045 |
| met2 | 79 | 0.251 | 0.44 |
| li1 | 2096 | - | - |
[cell type report]
type,instances,share of cell area
repair buffers,22,0.0304
multi-input cells,403,0.391
well taps,180,0.0334
inverters,20,0.0115
clock inverters,10,0.0174
flip-flops and latches,121,0.447
clock buffers,22,0.0688
Power is estimated from default activity; no workload was simulated.

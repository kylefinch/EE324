**./run.sh**
```bash
#!/bin/bash
# OpenROAD 26Q1-2900-gdf79404cd8, Yosys 0.63+post, stock flow scripts
make -C /OpenROAD-flow-scripts/flow DESIGN_CONFIG=/design/flow/config.mk WORK_HOME=/design/flow/orfs finish
```
**./config.mk**
```make
export PLATFORM = sky130hd
export DESIGN_NAME = stopwatch_top
export DESIGN_NICKNAME = stopwatch_top
export VERILOG_FILES = /design/flow/design.v
export SDC_FILE = /design/flow/constraint.sdc
export NUM_CORES = 4
export LEC_CHECK = 1
export CORE_UTILIZATION = 50
```
**./constraint.sdc**
```tcl
current_design stopwatch_top

set clk_period 4.1
set clk_io_pct 0.2

create_clock -name clk0 -period $clk_period [get_ports {clock}]

set non_clock_inputs [all_inputs -no_clocks]
set_input_delay [expr $clk_period * $clk_io_pct] -clock clk0 $non_clock_inputs
set_output_delay [expr $clk_period * $clk_io_pct] -clock clk0 [all_outputs]
```
**./design.v**
```verilog
`timescale 1ns / 1ps
module stopwatch_top(
	input clock, 
   input reset,
   input start,
   input stop,
	input inc,
	output [3:0] ld,
   output [3:0] an,
   output a, b, c, d, e, f, g, dp
   );
	reg [3:0] d3, d2, d1, d0;	 
   reg [3:0] led;	
	wire startTemp, stopTemp, incTemp;
	reg startTemp2, startTemp3, stopTemp2, stopTemp3, incTemp2, incTemp3;
	always @ (posedge clock) startTemp2 <= start;
	always @ (posedge clock) startTemp3 <= startTemp2;
	assign startTemp = ~startTemp2 & startTemp3; 
	always @ (posedge clock) stopTemp2 <= stop;
	always @ (posedge clock) stopTemp3 <= stopTemp2;
	assign stopTemp = ~stopTemp2 & stopTemp3; 
	always @ (posedge clock) incTemp2 <= inc;
	always @ (posedge clock) incTemp3 <= incTemp2;
	assign incTemp = ~incTemp2 & incTemp3;
sev_seg_display sSegDisplay (
    .clock(clock),
    .reset(reset),
    .digit3(d3),
    .digit2(d2),
    .digit1(d1),
    .digit0(d0),
    .a(a),
    .b(b),
    .c(c),
    .d(d),
    .e(e),
    .f(f),
    .g(g),
    .dp(dp),
    .an(an)
    );
	reg [3:0] count0, count1, count2, count3;  
	reg [1:0] sel, selNext;
	localparam [1:0] idle = 2'b00;			
	localparam [1:0] incrementing = 2'b01;	
   localparam [1:0] timeStart = 2'b10;		
   localparam [1:0] done = 2'b11;	
	reg [1:0] current, next;
	reg [28:0] currentCount, nextCount;
	always @ (posedge clock or posedge reset)
	begin
		if(reset)	 
		begin
			current <= idle;
			currentCount <= 0;
			sel <=0;
		end		
		else	 
		begin
			current <= next;
			currentCount <= nextCount;
			sel <= selNext;
		end
	end
	reg startTimer;
	always @ (*)
	begin
		next = current; 
		nextCount = currentCount;
		selNext = sel;
	case(current)
		idle:
		begin
		selNext = 2'b00;		 
			if(startTemp)	 
			begin
				next = timeStart;  
			end
			if(incTemp)	 
			begin
				next = incrementing;  
			end
		end
		incrementing:			 
		begin
			if(incTemp)
			begin
				selNext = 2'b11; 
				next = done;
			end
		end
		timeStart:
		begin
			selNext = 2'b01;  
			next = done;    
		end
		done:		 
		begin
			if(stopTemp)
			begin
				selNext = 2'b10; 
			end
			else if (startTemp)
			begin
				selNext = 2'b01;
			end
		end
	endcase
	case(selNext) 
		2'b00:
		begin
			startTimer = 0;  
			d0 = 4'd0;	
			d1 = 4'd0;
			d2 = 4'd0;
			d3 = 4'd0;
		end
		2'b01:  
		begin
			startTimer = 1'b1;  
			d0 = count0;
			d1 = count1;
			d2 = count2;
			d3 = count3;
		end
		2'b10:  
		begin
			startTimer = 1'b0;
			d0 = count0;
			d1 = count1;
			d2 = count2;
			d3 = count3;
		end
		2'b11: 	 
		begin
			startTimer = 1'b0;
			d0 = count0;
			d1 = count1;
			d2 = count2;
			d3 = count3;
		end
		default:
		begin
			d0 = 4'd12;
			d1 = 4'd12;
			d2 = 4'd12;
			d3 = 4'd12;
			startTimer = 1'b0;
		end
	endcase  
	end
	reg [18:0] ticker;  
	wire click;
	always @ (posedge clock or posedge reset)
	begin
		if(reset)
			ticker <= 0;
 		else if(ticker == 100000)
			ticker <= 0;
		else if(startTimer)
			ticker <= ticker + 1;
	end
	assign click = ((ticker == 100000) ? 1'b1 : 1'b0);  
	always @ (posedge clock or posedge reset)
	begin
		if (reset)
		begin
			count0 <= 0;
			count1 <= 0;
			count2 <= 0;
			count3 <= 0;
		end
		else if (incTemp)  
		begin
			if(count0 == 9)
			begin  
				count0 <= 0;
				if (count1 == 9)
				begin  
					count1 <= 0;
					if (count2 == 9)
					begin  
						count2 <= 0;
						if(count3 == 9 && count2 == 9 && d1 == 9 && d0 == 9)
						begin
							led <= led + 1;
							count3 <= 0;
						end
						else	 
							count3 <= count3 + 1;
					end
					else  
						count2 <= count2 + 1;
				end
				else  
					count1 <= count1 + 1;
			end
			else  
				count0 <= count0 + 1;
		end
		else if (click)  
		begin
			if(count0 == 9)
			begin  
				count0 <= 0;
				if (count1 == 9)
				begin  
					count1 <= 0;
					if (count2 == 9)
					begin  
						count2 <= 0;
						if(count3 == 9 && count2 == 9 && d1 == 9 && d0 == 9)
						begin
							led <= led + 1;	 
							count3 <= 0;
						end
						else	 
							count3 <= count3 + 1;
					end
					else  
						count2 <= count2 + 1;
				end
				else  
					count1 <= count1 + 1;
			end
			else  
				count0 <= count0 + 1;
		end
	end
	assign ld = led;	
endmodule
`timescale 1ns / 1ps
module sev_seg_display(
    input clock,
    input reset,
    input [3:0] digit3,
    input [3:0] digit2,
    input [3:0] digit1,
    input [3:0] digit0,
    output a,
    output b,
    output c,
    output d,
    output e,
    output f,
    output g,
    output dp,
    output [3:0] an
    );
localparam N = 18;
reg [N-1:0]count;  
always @ (posedge clock or posedge reset)	 
 begin
  if (reset)
   count <= 0;
  else
   count <= count + 1;
 end
reg [3:0]seg;  
reg [3:0]tempAnode;  
reg dec;	 
always @ (*)
 begin
  case(count[N-1:N-2])
   2'b00 :	 
    begin
     seg = digit0;
     tempAnode = 4'b1110;
     dec = 1'b1;
    end
   2'b01:	 
    begin
     seg = digit1;
     tempAnode = 4'b1101;
     dec = 1'b1;
    end
   2'b10:	 
    begin
     seg = digit2;
     tempAnode = 4'b1011;
     dec = 1'b1;
    end
   2'b11:	 
    begin
     seg = digit3;
     tempAnode = 4'b0111;
     dec = 1'b0;
    end
  endcase
 end
assign an = tempAnode;	 
reg [6:0] temp;
always @ (*)
 begin
  case(seg)
   4'd0 : temp = 7'b1000000;  
   4'd1 : temp = 7'b1111001;  
   4'd2 : temp = 7'b0100100;  
   4'd3 : temp = 7'b0110000;  
   4'd4 : temp = 7'b0011001;  
   4'd5 : temp = 7'b0010010;  
   4'd6 : temp = 7'b0000010;  
   4'd7 : temp = 7'b1111000;  
   4'd8 : temp = 7'b0000000;  
   4'd9 : temp = 7'b0010000;  
   default : temp = 7'b0111111; 
  endcase
 end
assign {g, f, e, d, c, b, a} = temp;
assign dp = dec;
endmodule
```
==> flow_metrics.env <==
# source this file to load flow results
export IMPL_overflow=0
export IMPL_clockPowerShare=0.363
export IMPL_rsz0062_at_grt="no"
export IMPL_critPathArrivalTime_ns=2.98
export IMPL_hold_buffers=0
export IMPL_tightestPinTransition_ns=0.746
export IMPL_viasPerCell=5.38
export IMPL_die_width_um=87.7
export IMPL_yosys_area_mm2=0.00367
export IMPL_area_growth_pct=13.1
export IMPL_fin_crit_ns=3.80
export IMPL_ys_cells=350
export IMPL_htreeDepth=3
export IMPL_combPwrFrac=0.132
export IMPL_slowest_stage="clkdlybuf4s50_1"
export IMPL_grt_max_degree=61
export IMPL_rows=30
export IMPL_chipArea_mm2=0.00769
export IMPL_cp_num_buf_inv=1
export IMPL_grt_usage=0.201
export IMPL_setup_viol=0
export IMPL_globalplace_congestion=0.860
export IMPL_top_area_cell="dfrtp_1"
export IMPL_antenna_found_initial=0
export IMPL_dp_hpwl_um=4530
export IMPL_p_int_mw=1.12
export IMPL_fin_area_mm2=0.00416
export IMPL_drt_total_wl_um=6540
export IMPL_cp_max_fo=8
export IMPL_status="completed"
export IMPL_crit_family="AND-OR/OR-AND gates"
export IMPL_max_stage_delay_ns=0.49
export IMPL_postSynthCellCount=350
export IMPL_area_leaders="dfrtp_1, xnor2_1, ha_1, nand2_1, nand3_1"
export IMPL_hold_viol_final=0
export IMPL_yosys_cell_count_top_type="dfrtp_1"
export IMPL_power_switching_mw=0.409
export IMPL_crit_chain="nand2b_1 -> a31oi_2 -> o211a_1 -> nand2_1 -> and2_1 -> ha_1 -> o21ai_0 -> a22oi_1 -> clkdlybuf4s50_1"
export IMPL_worstSetupPathType="flop to output port"
export IMPL_worst_ep_required_time_ns=3.28
export IMPL_openroad_warnings=32
export IMPL_drt_iter0_drc=132
export IMPL_synth_area_mm2=0.00367
export IMPL_yosys_warnings=2
export IMPL_ys_types=63
export IMPL_p_leak_nw=1.77
export IMPL_post_cts_buffers=0
export IMPL_drcViolationCount=0
export IMPL_post_dp_cell_area_mm2=0.00395
export IMPL_vias=2551
export IMPL_clk_pin_slew_ns=0.07
export IMPL_drv_cap=0
export IMPL_die_y_um=87.7
export IMPL_cts_resized=0
export IMPL_numCtsBuffers=9
export IMPL_p_total_mw=1.53
export IMPL_avgRoutedWirePerCell_um=13.8
export IMPL_max_slew_margin=0.503
export IMPL_timing_fmax_mhz=263
export IMPL_grt_pass1_wl_um=11600
export IMPL_boundaryPins=21
export IMPL_period_used=0.927
export IMPL_crit_path_end_kind="output port"
export IMPL_cts_sinks=70
export IMPL_grt_met3_usage=0.0496
export IMPL_drive_gt1_frac=0.108
export IMPL_async_flop_share=0.857
export IMPL_top_area_frac=0.402
export IMPL_met2_usage=0.276
export IMPL_vdd_drop_max_mv=0.183
export IMPL_grt_pass1_vias=2389
export IMPL_yosys_top_cells_count="dfrtp_1, nand2_1, nand3_1, nor2_1, xnor2_1"
export IMPL_fin_worst_skew_ns=0.00897
export IMPL_busiest_layer="met1"
export IMPL_avgSynthCellArea_um2=10.5
export IMPL_start_kind="flop"
export IMPL_maxSlewViolCount=0
export IMPL_fp_util=0.529
export IMPL_coreArea_mm2=0.00694
export IMPL_portBuffers=20
export IMPL_tns_ns=0
export IMPL_power_density_mw_per_mm2=369
export IMPL_insertion_delay_ns=0.34
export IMPL_synth_edff_count=4
export IMPL_met1_usage=0.354
export IMPL_ant_nets=0
export IMPL_swShare=0.267
export IMPL_ys_seq_share=0.474
export IMPL_num_antenna_cells=0
export IMPL_firstDrtPassIters=4
export IMPL_cts_tree="done"
export IMPL_ys_dominant_reg_cell="dfrtp_1"
export IMPL_cts_buffer_depth=2
export IMPL_hold_path_class="flop to flop"
export IMPL_root_buffer="clkbuf_8"
export IMPL_synth_flops=70
export IMPL_p_seq_frac=0.504
## layout make-up
class                           count  area [um2]
Fill cell                         581        2790
Sequential cell                    70        1740
Clock buffer                       12         145
Inverter                           15        56.3
Timing Repair Buffer               22         215
Multi-Input combinational cell    255        1820
Tap cell                           96         120
Clock inverter                      4        55.1
## power groups by stage
stage | Combinational, mW | Clock [mW] | Sequential (mW)
after CTS | 0.205 | 0.578 | 0.774
after global routing | 0.229 | 0.611 | 0.784
final | 0.203 | 0.557 | 0.774
## placed cells by master (no fill, tap or decap), types with 6 or more instances in the layout
master           netlist  final
a21oi_1                7      7
and3_1                 6      6
clkbuf_8               0     10
clkdlybuf4s50_1        0     20
dfrtp_1               59     59
dfxtp_1                6      6
ha_1                  12     12
inv_1                 14     13
mux2i_1                6      6
nand2_1               34     34
nand2b_1               7      7
nand3_1               25     25
nand4_1                8      8
nor2_1                22     22
nor2b_1                8      8
nor3_1                 7      7
o21ai_0               10     10
xnor2_1               20     20
xor2_1                12     12
## worst paths after layout
path	slack [ns]	cells after the start	endpoint	startpoint
worst max-delay path	0.30	9	d	startTemp2$_DFF_P_
min in group asynchronous	1.06	3	ticker[4]$_DFFE_PP0P_	reset
worst min register to register	0.36	0	stopTemp3$_DFF_P_	stopTemp2$_DFF_P_
worst max register to register	1.44	8	led[1]$_DFFE_PP_	ticker[0]$_DFFE_PP0P_
max in group asynchronous	2.55	3	count0[0]$_DFFE_PP0N_	reset
worst min-delay path	0.36	0	stopTemp3$_DFF_P_	stopTemp2$_DFF_P_
## flip-flops by register name (all words and copies together), names as in the netlist, 3 cells and up, named ones only
signal             cells
led                    4
count3                 4
ticker                19
count1                 4
count2                 4
sel                    3
count0                 4
sSegDisplay.count     18
current                3
## logic make-up after synthesis
family / count (synthesis) / synth area share
AND-OR/OR-AND: 50 / 0.101
flip-flops: 70 / 0.474
adder cells (fa/ha/maj): 12 / 0.0409
buffers and inverters: 25 / 0.0317
multiplexers: 14 / 0.0562
XOR/XNOR: 32 / 0.0763
AND/OR/NAND/NOR: 147 / 0.219
## stage by stage
| stage | worst slack [ns] | utilization | hold WS [ns] | cells |
|---|---|---|---|---|
| after floorplan | 1.16 | - | 0.335 | 350 |
| after global placement | 0.612 | 0.569 | 0.339 | 458 |
| after detailed placement | 0.548 | 0.569 | 0.348 | 458 |
| after CTS | 0.167 | 0.597 | 0.354 | 474 |
| after global routing | 0.0647 | 0.598 | 0.367 | 474 |
| final | 0.300 | 0.598 | 0.356 | 474 |
## per-layer routing
metal	up-vias	wire length (um)
met5	-	0
met4	0	65
met3	5	313
met2	45	2710
met1	1212	3460
li1	1289	-
Power is estimated from default activity; no workload was simulated.

<file path="flow/run.sh">
#!/bin/bash
# OpenROAD 26Q1-2900-gdf79404cd8, Yosys 0.63+post, stock flow scripts
make -C /OpenROAD-flow-scripts/flow DESIGN_CONFIG=/design/flow/config.mk WORK_HOME=/design/flow/orfs finish
</file>
<file path="flow/config.mk">
export PLATFORM = sky130hd
export DESIGN_NAME = pong_top
export DESIGN_NICKNAME = pong_top
export VERILOG_FILES = /design/flow/design.v
export SDC_FILE = /design/flow/constraint.sdc
export NUM_CORES = 4
export LEC_CHECK = 1
export CORE_UTILIZATION = 40
</file>
<file path="flow/constraint.sdc">
current_design pong_top

set clk_period 3.6
set clk_io_pct 0.2

create_clock -name clk0 -period $clk_period [get_ports {clk}]

set non_clock_inputs [all_inputs -no_clocks]
set_input_delay [expr $clk_period * $clk_io_pct] -clock clk0 $non_clock_inputs
set_output_delay [expr $clk_period * $clk_io_pct] -clock clk0 [all_outputs]
</file>
<file path="flow/design.v">
`timescale 1ns / 1ps
module clkdiv(
    input wire clk,
    input wire rst,
    output wire clk4k,
    output wire clk5
    );
    reg [24:0] count;
    always @ (posedge clk or posedge rst)
    begin
		if (rst == 1'b1)
			count <= 24'b000000000000000000000000;
		else
			count <= count +1'b1;
	end
	assign clk4k = count[14];
	assign clk5 = count[23];
endmodule
`timescale 1ns / 1ps
module pong_top(
    input wire clk,
    input wire rst,
    input wire p1b,
    input wire p2b,
    input wire start,
    output [3:0] an,
    output [6:0] seg,
    output [7:0] led
    );
wire clk4k, clk5;
reg dir, win, rstBounce, startBounce, p1Bounce, p2Bounce;
reg [3:0] dig0, dig1, state, next, p1score, p2score, rstBuf, startBuf, p1bBuf, p2bBuf;
reg [7:0] lights;
reg [4:0] counter;
localparam [3:0] IDLE = 0,
					PLAY = 1,
					SHIFT = 2,
					SCORE = 3,
					FLASH = 4,
					RESET = 5;
clkdiv U1 (.clk(clk),
	.rst(rstBounce),
	.clk4k(clk4k),
	.clk5(clk5)
);
sev_seg U2 (.clock(clk4k),
	.reset(rstBounce),
	.digit1(p1score),
	.digit0(p2score),
	.s(seg),
	.an(an)
);
always @ (*)
begin
	rstBuf[3:1] <= rstBuf[2:0];
	rstBuf[0] <= rst;
	if (rstBuf[3:0] == 4'b1111)
		rstBounce <= 1'b1;
	else
		rstBounce <= 1'b0;
	startBuf[3:1] <= startBuf[2:0];
	startBuf[0] <= start;
	if (startBuf[3:0] == 4'b1111)
		startBounce <= 1'b1;
	else
		startBounce <= 1'b0;
	p1bBuf[3:1] <= p1bBuf[2:0];
	p1bBuf[0] <= p1b;
	if (p1bBuf[3:0] == 4'b1111)
		p1Bounce <= 1'b1;
	else
		p1Bounce <= 1'b0;
	p2bBuf[3:1] <= p2bBuf[2:0];
	p2bBuf[0] <= p2b;
	if (p2bBuf[3:0] == 4'b1111)
		p2Bounce <= 1'b1;
	else
		p2Bounce <= 1'b0;
end
always @(*)
begin
	if (rstBounce == 1'b1)
	begin
		state <= RESET;
	end
	else 
		state <= next;
end
always @ (posedge clk5)
begin
	next <= state;
	case(state)
		RESET:
		begin
			p1score <= 4'b0000;
			p2score <= 4'b0000;
			lights[7:0] <= 8'b00000000;
			next <= IDLE;
		end
		IDLE:
		begin
			if (start == 1'b1)	 
			begin
				next <= PLAY;
				lights[7:0] <= 8'b00001000;
				dir <= clk5;
			end
		end
		PLAY:
		begin
			if(p1Bounce == 1'b1 && lights[6] == 1'b1)  
			begin
				next <= SHIFT;
				dir <= 1'b0;	 
			end
			else if (p2Bounce == 1'b1 && lights[0] == 1'b1)	 
			begin
				next <= SHIFT;
				dir <= 1'b1;		 
			end
			else if (p1Bounce == 1'b1 || lights[6] == 1'b1)	 
			begin
				next <= SCORE;
				p2score <= p2score + 1'b1;
			end
			else if (p2Bounce == 1'b1 || lights[0] == 1'b1)	 
			begin
				next <= SCORE;
				p1score <= p1score + 1'b1;
			end
			else				 
				next <= SHIFT;
		end
		SHIFT:
		begin
		next <= PLAY;
			if (dir == 1'b1)	 
			begin
				lights[7:1] <= lights[6:0];
				lights[0] <= 1'b0;
			end
			else  
				lights[6:0] <= lights[7:1];
				lights[7] <= 1'b0;
		end
		SCORE:
		begin
			if ((p1score == 3'd5) || (p2score == 3'd5))
			begin
				win <= 1'b1;
				next <= FLASH;
			end
			else
			begin
				win <= 1'b0;
				next <= IDLE;
			end
		end
		FLASH:
		begin
			if (lights[7:0] == 8'b11111111)
			begin
				counter <= counter + 1'b1;
				lights[7:0] <= 8'b00000000;
			end
			else if (lights[7:0] == 8'b00000000)
			begin
				counter <= counter +1'b1;
				lights[7:0] <= 8'b11111111;
			end
			else
			begin
				lights[7:0] <= 8'b11111111;
				counter <= counter + 1'b1;
			end
			if(counter == 4'd10)
			begin
				counter <= 4'd0;
				p1score <= 4'b0000;
				p2score <= 4'b0000;
				lights[7:0] <= 8'b00000000;
				next <= IDLE;
			end
		end
	endcase
end
assign led[7:0] = lights[7:0];
endmodule
`timescale 1ns / 1ps
module sev_seg(
    input clock,
    input reset,
    input [3:0] digit1,
    input [3:0] digit0,
    output [7:0] s,
    output [3:0] an
    );
 wire select;
 assign select = clock;
reg [3:0]seg;  
reg [3:0]tempAnode;  
always @ (*)
 begin
  case(select)
   1'b0 :	 
    begin
     seg = digit0;
     tempAnode = 4'b1110;
    end
   1'b1:	 
    begin
     seg = digit1;
     tempAnode = 4'b0111;
    end
  endcase
 end
assign an = tempAnode;	 
reg [6:0] temp;
always @ (*)
 begin
  case(seg)
   4'd0 : temp = 7'b1000000;  
   4'd1 : temp = 7'b1111001;  
   4'd2 : temp = 7'b0100100;  
   4'd3 : temp = 7'b0110000;  
   4'd4 : temp = 7'b0011001;  
   4'd5 : temp = 7'b0010010;  
   4'd6 : temp = 7'b0000010;  
   4'd7 : temp = 7'b1111000;  
   4'd8 : temp = 7'b0000000;  
   4'd9 : temp = 7'b0010000;  
   default : temp = 7'b0111111; 
  endcase
 end
assign s = temp;
endmodule
</file>
==> results.sh <==
# yosys + openroad results
export IMPL_status="finished clean"
export IMPL_cp_end_kind="output port"
export IMPL_drt_iter0_markers=83
export IMPL_rrSetupSlack_ps=1990
export IMPL_synthToLayoutAreaGrowth_pct=11.4
export IMPL_cts_resized=0
export IMPL_worstPathRequired_ps=2880
export IMPL_num_rows=30
export IMPL_vdd_drop_max_uv=155
export IMPL_ys_async_sr_fraction=0.444
export IMPL_finalInstanceArea_mm2=0.00311
export IMPL_ys_cells=260
export IMPL_edf_count=22
export IMPL_drv_cap=0
export IMPL_grt_max_degree=32
export IMPL_rsz0062_at_grt="no"
export IMPL_finalClockPeriodUsage=0.855
export IMPL_cts_tree="done"
export IMPL_switching_share=0.204
export IMPL_cp_cell_sequence="mux2i_1, inv_1, ha_1, nand2_1, o21ai_0, a22oi_1, clkdlybuf4s50_1"
export IMPL_clockBufferDepth=2
export IMPL_power_leakage_nw=1.29
export IMPL_final_util=0.460
export IMPL_layout_setup_ws_ps=521
export IMPL_min_from="U1.count[18]"
export IMPL_max_freq_mhz=325
export IMPL_tns_ps=0
export IMPL_tightestPinTransition_ps=664
export IMPL_drv_slew=0
export IMPL_internal_power_w=0.000356
export IMPL_warning_count=32
export IMPL_synth_most_common_cell="nor2_1"
export IMPL_cpMaxStageDelayCell="dfrtp_1"
export IMPL_placed_cell_area_mm2=0.00307
export IMPL_finalHoldViolations=0
export IMPL_common_cells="26 x nor2_1, 24 x dfrtp_1, 23 x xnor2_1"
export IMPL_die_w_um=85.5
export IMPL_pin_count=24
export IMPL_die_size_y_um=85.5
export IMPL_cts_hold_buffers_added=0
export IMPL_ys_warn_count=4
export IMPL_dr_pass1_iters=4
export IMPL_netlist_instances=260
export IMPL_crit_end="seg[4]"
export IMPL_place_congestion=0.777
export IMPL_p_sw_w=0.0000911
export IMPL_num_antenna_cells=0
export IMPL_untimed_endpoints=60
export IMPL_grt_pass1_vias=1756
export IMPL_path_clk_slew_ps=70
export IMPL_syn_area_per_cell_um2=10.7
export IMPL_p_seq_frac=0.609
export IMPL_wirelength_um=4410
export IMPL_htreeDepth=1
export IMPL_cts_buffers_inserted=3
export IMPL_ant_nets=0
export IMPL_unclocked_pins=30
export IMPL_cts_root_buf="clkbuf_8"
export IMPL_core_area_mm2=0.00676
export IMPL_synth_distinct_cells=48
export IMPL_seq_area_frac_synth=0.510
export IMPL_die_area_mm2=0.00731
export IMPL_post_cts_buffers=0
export IMPL_fin_crit_ps=3080
export IMPL_dpl_worst_slack_ps=805
export IMPL_drive_above_1_share=0.0430
export IMPL_start_kind="flip-flop"
export IMPL_ff_type="dfrtp_1"
export IMPL_detail_route_wl_per_cell_um=12.3
export IMPL_critical_path_max_stage_delay_ps=570
export IMPL_overflow=0
export IMPL_hold_class="flip-flop to flip-flop"
export IMPL_initial_core_util=0.413
export IMPL_cp_arrival_ps=2360
export IMPL_r2r_cells=5
export IMPL_clock_latency_ps=260
export IMPL_grtUsageTotal=0.134
export IMPL_io_buffers=21
export IMPL_grt_pass1_wl_um=7870
export IMPL_antenna_found_initial=0
export IMPL_finClkSkew_ps=2.24
export IMPL_largest_area_cell="edfxtp_1"
export IMPL_ys_seq_elements=54
export IMPL_vias_per_cell=5.04
export IMPL_crit_type="flip-flop to output port"
export IMPL_vias=1808
export IMPL_crit_start="U1.count[14]"
export IMPL_synth_chip_area_mm2=0.00279
export IMPL_power_total_w=0.000447
export IMPL_report_final_setup_viol=0
export IMPL_synth_top_area_share=0.237
export IMPL_comb_power_share=0.061
export IMPL_crit_fanout=9
export IMPL_slew_headroom=0.545
export IMPL_hpwl_um=3240
export IMPL_p_clk_frac=0.331
export IMPL_power_density_mw_per_mm2=144
export IMPL_r2r_start="U1.count[0]"
export IMPL_topCellsByArea="edfxtp_1 24%, dfrtp_1 22%, xnor2_1 7.2%"
export IMPL_drcViolationCount=0
export IMPL_worst_r2r_endpoint="U1.count[22]"
export IMPL_syn_cell_area_mm2=0.00279
-- sequential cells by signal (all words and copies together) (netlist names), named ones only --
| name | cells |
|---|---|
| dir | 1 |
| p2score | 4 |
| U1.count | 24 |
| lights | 8 |
| p1score | 4 |
| counter | 5 |
| next | 5 |
-- worst min path at each step --
stage / to / slack [ps] / cells past startpoint
after global routing: U1.count[20] / 490 / 1
final: U1.count[18] / 470 / 1
after CTS: U1.count[20] / 470 / 1
-- cell type report --
cell class,count,area (µm²)
multi-input cells,186,1270
inverters,13,48.8
flip-flops and latches,54,1420
clock buffers,3,41.3
repair buffers,23,225
well taps,80,100
fillers,637,3650
-- critical path, delay by kind of cell (launching register included) --
family	cells	cell delay (ps)
simple gates	1	50
mux	1	430
fa+ha+maj	1	220
buf+inv	2	630
compound gates	2	200
flops	1	570
-- power groups by stage --
stage | registers [W] | logic [W] | clock network, W
CTS | 0.000272 | 0.0000280 | 0.000158
global route | 0.000272 | 0.0000314 | 0.000168
finish | 0.000272 | 0.0000271 | 0.000148
-- placed cells by master (no fill, tap or decap), drive strengths merged, types with 2 or more instances in the layout --
master and count:
nor3 3, mux2i 11, a21oi 5, edfxtp 22
nand2 18, clkbuf 3, a32o 2, dfrtp 24
clkdlybuf4s50 21, and3 6, a21o 2, inv 13
nor2b 3, a21boi 2, xnor2 23, conb 2
or2 2, nor4 2, nand3 20, ha 12
xor2 7, dfxtp 8, and2 3, nor2 27
a22oi 2, o21ai 13, nand4 6, buf 2
-- kinds of logic (layout without fill, tap and decap cells) --
logic type | count (synthesis) | count (layout) | share of synthesized area
other | 1 | 2 | 0.00134
and+or+nand+nor | 96 | 96 | 0.181
DFF | 54 | 54 | 0.510
adders and majority gates | 12 | 12 | 0.0538
muxes | 12 | 12 | 0.0435
xor gates and xnor gates | 30 | 30 | 0.0942
buffers and inverters | 21 | 39 | 0.0359
AOI/OAI and AO/OA | 34 | 34 | 0.0803
-- metal layers --
metal  part of all wire  up-vias  global-route usage  routed length [µm]
li1                   -      940                   -                   -
met2               0.45       11               0.209                1980
met4             0.0054        0              0.0106                  24
met5                  0        -                   0                   0
met3              0.014        2             0.00781                  61
met1               0.53      855               0.229                2340
-- stage by stage --
stage / cells / hold WS, ps
final: 359 / 467
after global routing: 359 / 490
after CTS: 359 / 470
after detailed placement: 356 / 455
after global placement: 356 / 453
after floorplan: 261 / 438
Power and IR drop assume default switching activity.
